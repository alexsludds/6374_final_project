[design/flow/run.sh]
#!/bin/bash
# OpenROAD 26Q1-2900-gdf79404cd8, Yosys 0.63+post, stock flow scripts
make -C /OpenROAD-flow-scripts/flow DESIGN_CONFIG=/design/flow/config.mk WORK_HOME=/design/flow/orfs finish
[design/flow/config.mk]
export PLATFORM = sky130hd
export DESIGN_NAME = TreeAdderElement
export DESIGN_NICKNAME = TreeAdderElement
export VERILOG_FILES = /design/flow/design.v
export SDC_FILE = /design/flow/constraint.sdc
export NUM_CORES = 4
export LEC_CHECK = 1
export CORE_AREA = 10 10 205 205
export DIE_AREA = 0 0 215 215
[design/flow/constraint.sdc]
current_design TreeAdderElement

set clk_period 7.7
set clk_io_pct 0.2

create_clock -name clk0 -period $clk_period [get_ports {clk}]

set non_clock_inputs [all_inputs -no_clocks]
set_input_delay [expr $clk_period * $clk_io_pct] -clock clk0 $non_clock_inputs
set_output_delay [expr $clk_period * $clk_io_pct] -clock clk0 [all_outputs]
[design/flow/design.v]
`timescale 1ns/10ps
module TreeAdderElement
    #(
        parameter ADDER_DATASIZE = 16,
        parameter CMD_WIDTH = 4
    )
    (
    clk, cmdinput,
    pixAA_top_mult_in, pixAB_top_mult_in, pixBA_top_mult_in, pixBB_top_mult_in,
    pixAA_top_shadowA_in, pixAB_top_shadowA_in, pixBA_top_shadowA_in, pixBB_top_shadowA_in,
    pixAA_top_shadowB_in, pixAB_top_shadowB_in, pixBA_top_shadowB_in, pixBB_top_shadowB_in,
    pixAA_sum_in, pixAB_sum_in, pixBA_sum_in, pixBB_sum_in,
    pixAA_out, pixAB_out, pixBA_out, pixBB_out,
    sumout
    );
    parameter cmdWidth=CMD_WIDTH;
    parameter pixBitwidth=ADDER_DATASIZE;
    parameter sumoutWidth=ADDER_DATASIZE;
    parameter CMD_TOPLOAD_SHADOW_A=9;  
    parameter CMD_TOPLOAD_SHADOW_B=10;  
    parameter CMD_SUMDECIMATE=11;  
    parameter CMD_TOPLOAD_MULTIPLIER = 12;  
    input clk;
    input [(cmdWidth-1):0] cmdinput;
    input [(pixBitwidth-1):0] pixAA_top_mult_in;  
    input [(pixBitwidth-1):0] pixAB_top_mult_in;
    input [(pixBitwidth-1):0] pixBA_top_mult_in;  
    input [(pixBitwidth-1):0] pixBB_top_mult_in;
    input [(pixBitwidth-1):0] pixAA_top_shadowA_in;  
    input [(pixBitwidth-1):0] pixAB_top_shadowA_in;
    input [(pixBitwidth-1):0] pixBA_top_shadowA_in;  
    input [(pixBitwidth-1):0] pixBB_top_shadowA_in;
    input [(pixBitwidth-1):0] pixAA_top_shadowB_in;  
    input [(pixBitwidth-1):0] pixAB_top_shadowB_in;
    input [(pixBitwidth-1):0] pixBA_top_shadowB_in;  
    input [(pixBitwidth-1):0] pixBB_top_shadowB_in;
    input [(pixBitwidth-1):0] pixAA_sum_in;  
    input [(pixBitwidth-1):0] pixAB_sum_in;
    input [(pixBitwidth-1):0] pixBA_sum_in;  
    input [(pixBitwidth-1):0] pixBB_sum_in;
    output [(pixBitwidth-1):0] pixAA_out;
    output [(pixBitwidth-1):0] pixAB_out;
    output [(pixBitwidth-1):0] pixBA_out;
    output [(pixBitwidth-1):0] pixBB_out;
    output [(sumoutWidth-1):0] sumout;  
    reg [(pixBitwidth-1):0] pixAA;
    reg [(pixBitwidth-1):0] pixAB;
    reg [(pixBitwidth-1):0] pixBA;
    reg [(pixBitwidth-1):0] pixBB;
    wire [(pixBitwidth-1):0] pixAA_in;
    wire [(pixBitwidth-1):0] pixAB_in;
    wire [(pixBitwidth-1):0] pixBA_in;
    wire [(pixBitwidth-1):0] pixBB_in;
    assign pixAA_out = pixAA;
    assign pixAB_out = pixAB;
    assign pixBA_out = pixBA;
    assign pixBB_out = pixBB;
    assign sumout = pixAA + pixAB + pixBA + pixBB;
    assign pixAA_in = (cmdinput==CMD_SUMDECIMATE)? pixAA_sum_in : 
                      (cmdinput==CMD_TOPLOAD_SHADOW_A)? pixAA_top_shadowA_in :
                      (cmdinput==CMD_TOPLOAD_SHADOW_B)? pixAA_top_shadowB_in :
                      (cmdinput==CMD_TOPLOAD_MULTIPLIER)? pixAA_top_mult_in : pixAA;
    assign pixAB_in = (cmdinput==CMD_SUMDECIMATE)? pixAB_sum_in : 
                      (cmdinput==CMD_TOPLOAD_SHADOW_A)? pixAB_top_shadowA_in :
                      (cmdinput==CMD_TOPLOAD_SHADOW_B)? pixAB_top_shadowB_in :
                      (cmdinput==CMD_TOPLOAD_MULTIPLIER)? pixAB_top_mult_in : pixAB;
    assign pixBA_in = (cmdinput==CMD_SUMDECIMATE)? pixBA_sum_in : 
                      (cmdinput==CMD_TOPLOAD_SHADOW_A)? pixBA_top_shadowA_in :
                      (cmdinput==CMD_TOPLOAD_SHADOW_B)? pixBA_top_shadowB_in :
                      (cmdinput==CMD_TOPLOAD_MULTIPLIER)? pixBA_top_mult_in : pixBA;
    assign pixBB_in = (cmdinput==CMD_SUMDECIMATE)? pixBB_sum_in : 
                      (cmdinput==CMD_TOPLOAD_SHADOW_A)? pixBB_top_shadowA_in :
                      (cmdinput==CMD_TOPLOAD_SHADOW_B)? pixBB_top_shadowB_in :
                      (cmdinput==CMD_TOPLOAD_MULTIPLIER)? pixBB_top_mult_in : pixBB;
    always @ (posedge clk) begin
        pixAA <= pixAA_in;
        pixAB <= pixAB_in;
        pixBA <= pixBA_in;
        pixBB <= pixBB_in;
    end
endmodule
==> notes.md <==
Physical design

The final weighted congestion in routability-driven placement stands at 0.853. The number of warning messages in the yosys log stands at 1. The number of max-slew violations in the final report stands at 0. The critical path data required time stands at 6.16 ns. The slew check shows that the tightest pin keeps a relative margin of 47.3%. Global routing used 12.0% of the available tracks.

After detailed routing, the number of remaining DRC violations is 0. The slew at the pin with the worst max-slew slack stands at 0.791 ns. The cell sitting at the root of the clock tree is a clkbuf_16. The report shows a maximum critical-path fanout of 4.

Derived from the worst setup path, the maximum achievable clock frequency is 182 MHz. Synthesis instantiated 37 different standard cells from the library. The fraction of power consumed by sequential logic stands at 22.0%. After layout, the worst path uses 71.5% of the clock period. The switching power summed over all nets stands at 681 uW. The filler cell count stands at 3,989.

The chip occupies 46,200 um^2. Sorting the synthesized cells by how often they occur yields nand2_1 (135), inv_1 (85), a31oi_1 (66), nor2b_1 (66), a211oi_1 (65). For this design, the CTS-stage hold fixing added 0 buffers.

The max-cap check violation count stands at 0. Dividing the detail-routed wire length by the instance count gives 19.3 um. After routing, the total negative slack on setup checks comes to 0 ns.

The data arrival time of the critical path stands at 3.97 ns. In the final layout, the share of cells above drive strength 1 is 3.35%. Per the post-synthesis report, the number of cells in the design is 635. Looking at hold timing, the worst path starts from pixBB_top_shadowB_in[12]. The total congestion overflow stands at 0. The vertical extent of the die stands at 215 um. Once the clock tree was built, the resizer swapped 0 gates to a different size. The maximum count of clock buffers along a single path stands at 2. Power spread over the standard cell area amounts to 211 nW/um^2. The finished cells cover 9770 um^2.

The initial antenna violation count is 0. During I/O placement, the number of pins put on the boundary was 341. The wire length of the first global-routing pass stands at 40.1 mm. The number of enable flip-flop cells stands at 64. VDD sags by at most 116 uV. The tree built by TritonCTS fans out to 64 sinks. The horizontal die dimension reported for this design is 215 um. The H-tree level count stands at 3. Net switching is 33.1% of the power. The number of standard-cell rows in the floorplan stands at 71. The share of total power dissipated in combinational logic is 54.1%. On the worst setup and hold paths after CTS, the clock-pin slew comes to 0.06 ns. Internal power comes to 1.38 mW. For this design the static power due to leakage is 3.67 nW. The core region is 37,600 um^2.

The tool warning count for the run is 25. Using the TritonRoute via totals, the vias-per-cell ratio works out to 3.89. Setup repair after global routing left no endpoint under its margin. Before placement the cells fill 14.7% of the core.

The clock network fraction of total power stands at 23.8%. The synthesis report names the predominant flop master as edfxtp_1. After layout, the minimum clock period comes to 5.51 ns.

The total setup violations reported at the end of the flow stands at 0. In the post-synthesis netlist, the cell with the most instances is nand2_1. The number of buffers inserted by port buffering stands at 340. A synthesized cell averages 8.68 um^2. Nets still carrying antenna violations after routing amount to 0. The fraction of registers with async set/reset stands at 0%. The number of synthesized register bits stands at 64.

The layout-stage area growth over the synthesis result stands at 77.1%. The initial DRC count stands at 248. Per the TritonCTS log, the buffer count is 9. The worst hold path belongs to the class input port to flip-flop.

The synthesis report lists the most area-consuming cells as edfxtp_1 (35%), fa_1 (11%), nand2_1 (9.2%), a211oi_1 (8.9%), a31oi_1 (7.5%). After synthesis, flip-flops and latches occupy 34.9% of the total area. The largest net degree at the start of global routing stands at 79. The detailed-router iteration count before antenna repair stands at 6.

The largest total area in the synthesized netlist belongs to edfxtp_1. The via count of the first global-routing pass stands at 5,971. In this run the post-CTS setup repair buffer count came out at 0. According to the Yosys statistics, the synthesized design has a chip area of 5510 um^2.

The final tally of hold violations stands at 0. After synthesis, the design contains 635 cells according to Yosys. The portion of synthesized cell area occupied by the leading cell type stands at 34.9%. TritonCTS built the clock tree. The critical path is of the flip-flop to primary output type. Per the detail_route report, inserted antenna diodes total 0. The worst setup path is captured at a primary output. Hold analysis lists the worst path endpoint as pixBB[12]$_DFFE_PP_.

Before any placement, the netlist area is recorded as 5510 um^2. The final wirelength stands at 28.3 mm. The cell depth of the worst min-delay path stands at 3. The flow ran to the end, and the final reports show no timing, DRC or antenna violations. The cell area reported after detailed placement stands at 9420 um^2.

STA classifies the critical path startpoint as a flip-flop. The detailed router placed 5,704 vias in this run. After legalization and detailed placement, the total HPWL measured 24.1 mm.
-- critical path, cell delays in order (launching register included) --
cell and delay [ns]:
edfxtp_1 0.34, inv_1 0.07, fa_1 0.53, inv_1 0.05, fa_1 0.43, ha_1 0.24
fa_1 0.48, a21o_1 0.23, a31o_1 0.25, o2111ai_2 0.13, a31oi_1 0.14, xnor2_1 0.21
clkdlybuf4s50_1 0.52
-- sequential cells by signal, summed over array words and instances, names as in the netlist --
signal  flops
pixAA      16
pixAB      16
pixBA      16
pixBB      16
-- layer usage --
metal,wire length [um],global-route usage (%),vias to the layer above,part of all wire [%]
li1,-,-,2825,-
met1,12100,15.6,2664,43
met2,14100,20.3,198,50
met3,1700,2.96,17,6.0
met4,385,1.50,0,1.4
met5,0,0,-,0
-- cells in the final DEF, fill, tap and decap left out, types with 2 or more instances in the layout --
cell and instances:
a211o_1 2, a211oi_1 65, a21o_1 3, a21oi_1 14, a21oi_2 2, a31oi_1 66
and3_4 3, buf_4 7, bufinv_16 3, clkbuf_16 9, clkdlybuf4s50_1 339, clkinv_4 3
edfxtp_1 64, fa_1 30, ha_1 15, inv_1 85, nand2_1 134, nand3_1 5
nor2_1 3, nor2b_1 66, o21ai_0 4, xnor2_1 11, xor2_1 6
-- metrics by stage --
step                cells  hold slack (ns)  power (mW)  setup slack, ns  utilization [%]
finish               1465             1.89        2.06             2.19             26.0
global route         1465             1.89        2.22             2.04             26.0
CTS                  1465             1.87        2.10             2.16             26.0
detailed placement   1449             2.24        1.59             2.55             25.1
global placement     1449             2.24        1.59             2.60             25.1
floorplan             635             1.79       0.949             3.35                -
-- power by group through the flow --
| stage | sequential, mW | combinational (mW) | clock (mW) |
|---|---|---|---|
| CTS | 0.456 | 1.13 | 0.515 |
| global route | 0.460 | 1.23 | 0.525 |
| finish | 0.453 | 1.11 | 0.490 |
-- worst max-delay path by stage --
stage / from / to / slack, ns
after CTS: pixAA[1]$_DFFE_PP_ / sumout[15] / 2.16
after global routing: pixAB[1]$_DFFE_PP_ / sumout[15] / 2.04
final: pixAA[1]$_DFFE_PP_ / sumout[15] / 2.19
-- cell type report --
| type | count | area [um^2] | area share [%] |
|---|---|---|---|
| inverters | 85 | 319 | 3.27 |
| repair buffers | 346 | 3450 | 35.3 |
| well taps | 511 | 639 | 6.55 |
| multi-input cells | 443 | 3090 | 31.7 |
| clock buffers | 9 | 225 | 2.31 |
| flip-flops and latches | 64 | 1920 | 19.7 |
| clock inverters | 7 | 120 | 1.23 |
-- cells by family (layout without fill, tap and decap cells) --
group / after synthesis / after routing / share of synthesized area, %
and+or+nand+nor: 218 / 218 / 18.7
AOI/OAI and AO/OA: 163 / 163 / 20.2
buffers and inverters: 128 / 447 / 9.26
DFF: 64 / 64 / 34.9
adders and majority gates: 45 / 45 / 14.3
xor gates and xnor gates: 17 / 17 / 2.70
Power is estimated from default activity; no workload was simulated.
