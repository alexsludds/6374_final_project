==> flow/design.v <==
`timescale 1ns/10ps
module mpadd32_shift (CLK, RST_N, s_out, a_in, b_in, write, start, ready);
	input CLK, RST_N;
	input [255:0] a_in, b_in;
	input write, start;
	output [256:0] s_out;
	output ready;
	reg [256:0] sum;
	reg [255:0] a, b;
	reg ready;
	reg [2:0] counter;
	reg carry;
	reg [31:0] a0;
	reg [31:0] a1;
	reg [31:0] a2;
	reg [31:0] a3;
	reg [31:0] a4;
	reg [31:0] a5;
	reg [31:0] a6;
	reg [31:0] a7;
	reg [31:0] b0;
	reg [31:0] b1;
	reg [31:0] b2;
	reg [31:0] b3;
	reg [31:0] b4;
	reg [31:0] b5;
	reg [31:0] b6;
	reg [31:0] b7;
	reg [31:0] s0;
	reg [31:0] s1;
	reg [31:0] s2;
	reg [31:0] s3;
	reg [31:0] s4;
	reg [31:0] s5;
	reg [31:0] s6;
	reg [32:0] s7;
	assign s_out = {s7, s6, s5, s4, s3, s2, s1, s0};
	always @(posedge CLK) begin
		if (~RST_N) begin
			ready <= 1'b0;
		end
		else begin
			if (start) begin
				{carry, s0} <= a0 + b0;
				counter <= counter + 3'b001;
				{a0,a1,a2,a3,a4,a5,a6,a7} <= {a1,a2,a3,a4,a5,a6,a7,32'b0};
				{b0,b1,b2,b3,b4,b5,b6,b7} <= {b1,b2,b3,b4,b5,b6,b7,32'b0};
			end
			else if (counter == 3'b001) begin
				{carry, s1} <= a0 + b0 + carry;
				counter <= counter + 3'b001;
				{a0,a1,a2,a3,a4,a5,a6,a7} <= {a1,a2,a3,a4,a5,a6,a7,32'b0};
				{b0,b1,b2,b3,b4,b5,b6,b7} <= {b1,b2,b3,b4,b5,b6,b7,32'b0};
			end 
			else if (counter == 3'b010) begin
				{carry, s2} <= a0 + b0 + carry;
				counter <= counter + 3'b001;
				{a0,a1,a2,a3,a4,a5,a6,a7} <= {a1,a2,a3,a4,a5,a6,a7,32'b0};
				{b0,b1,b2,b3,b4,b5,b6,b7} <= {b1,b2,b3,b4,b5,b6,b7,32'b0};
			end 
			else if (counter == 3'b011) begin
				{carry, s3} <= a0 + b0 + carry;
				counter <= counter + 3'b001;
				{a0,a1,a2,a3,a4,a5,a6,a7} <= {a1,a2,a3,a4,a5,a6,a7,32'b0};
				{b0,b1,b2,b3,b4,b5,b6,b7} <= {b1,b2,b3,b4,b5,b6,b7,32'b0};
			end 
			else if (counter == 3'b100) begin
				{carry, s4} <= a0 + b0 + carry;
				counter <= counter + 3'b001;
				{a0,a1,a2,a3,a4,a5,a6,a7} <= {a1,a2,a3,a4,a5,a6,a7,32'b0};
				{b0,b1,b2,b3,b4,b5,b6,b7} <= {b1,b2,b3,b4,b5,b6,b7,32'b0};
			end 
			else if (counter == 3'b101) begin
				{carry, s5} <= a0 + b0 + carry;
				counter <= counter + 3'b001;
				{a0,a1,a2,a3,a4,a5,a6,a7} <= {a1,a2,a3,a4,a5,a6,a7,32'b0};
				{b0,b1,b2,b3,b4,b5,b6,b7} <= {b1,b2,b3,b4,b5,b6,b7,32'b0};
			end 
			else if (counter == 3'b110) begin
				{carry, s6} <= a0 + b0 + carry;
				counter <= counter + 3'b001;
				{a0,a1,a2,a3,a4,a5,a6,a7} <= {a1,a2,a3,a4,a5,a6,a7,32'b0};
				{b0,b1,b2,b3,b4,b5,b6,b7} <= {b1,b2,b3,b4,b5,b6,b7,32'b0};
			end 
			else if (counter == 3'b111) begin
				s7 <= a0 + b0 + carry;
				{a0,a1,a2,a3,a4,a5,a6,a7} <= {a1,a2,a3,a4,a5,a6,a7,32'b0};
				{b0,b1,b2,b3,b4,b5,b6,b7} <= {b1,b2,b3,b4,b5,b6,b7,32'b0};
				counter <= 3'b000;
				ready <= 1'b1;
			end
			else begin
				if (write) begin
					a0 <= a_in[31:0];
	 				a1 <= a_in[63:32];
					a2 <= a_in[95:64];
					a3 <= a_in[127:96];
					a4 <= a_in[159:128];
					a5 <= a_in[191:160];
					a6 <= a_in[223:192];
					a7 <= a_in[255:224];
					b0 <= b_in[31:0];
	 				b1 <= b_in[63:32];
					b2 <= b_in[95:64];
					b3 <= b_in[127:96];
					b4 <= b_in[159:128];
					b5 <= b_in[191:160];
					b6 <= b_in[223:192];
					b7 <= b_in[255:224];
					counter <= 3'b000;
					carry <= 1'b0;
				end
				ready <= 1'b0;
			end
		end
	end
endmodule
==> flow/run.sh <==
#!/bin/bash
# OpenROAD 26Q1-2900-gdf79404cd8, Yosys 0.63+post, stock flow scripts
make -C /OpenROAD-flow-scripts/flow DESIGN_CONFIG=/design/flow/config.mk WORK_HOME=/design/flow/orfs finish
==> flow/config.mk <==
export PLATFORM = sky130hd
export DESIGN_NAME = mpadd32_shift
export DESIGN_NICKNAME = mpadd32_shift
export VERILOG_FILES = /design/flow/design.v
export SDC_FILE = /design/flow/constraint.sdc
export NUM_CORES = 4
export LEC_CHECK = 1
export CORE_AREA = 10 10 487 487
export DIE_AREA = 0 0 497 497
==> flow/constraint.sdc <==
current_design mpadd32_shift

set clk_period 90.0
set clk_io_pct 0.2

create_clock -name clk0 -period $clk_period [get_ports {CLK}]

set non_clock_inputs [all_inputs -no_clocks]
set_input_delay [expr $clk_period * $clk_io_pct] -clock clk0 $non_clock_inputs
set_output_delay [expr $clk_period * $clk_io_pct] -clock clk0 [all_outputs]
==> notes.md <==
Quick summary of the implementation run below.

The chip area line of the yosys report is roughly 32000 um^2. Sorting the synthesized cells by area gives the leading types as edfxtp_1 (72%), nand2_1 (16%), ha_1 (1.6%). The most instantiated flip-flop cell in the synthesis netlist is edfxtp_1.

Yosys stat counts roughly 2700 cells in the synthesized netlist. The critical path endpoint has a required time of 90360 ps. The final instance area came out at ~46000 um^2. The region available for standard cell placement spans between 200000 and 250000 um^2. The highest fanout seen on the critical path is approximately 59. Note, the detailed placer reported a final HPWL of around 100000 um. The post-CTS hold buffer count recorded in the log is 0. The post-layout total power is ~1.2 mW.

Of the cells placed in the final design, the portion with a size suffix greater than 1 is between 5 and 6%. Entering global routing, the biggest net connects 123 pins. The top-level port count is just under 800. The relative area change from synthesis to final layout came out at 44.6%. The worst setup slack before clock tree synthesis came out at about 67000 ps. Hold-check failures listed in the final report amount to 0. The maximum buffer depth of the clock tree is 3. The number of cells on the worst reg-to-reg path came out at 10. The number of max-capacitance violations reported came out at 0.

For this run, asynchronously set or reset flops after synthesis account for 0%. The number of placed instances, taps included, is roughly 6400. The routed wirelength on the met1 layer is recorded as approximately 45000 um. The CTS log lists the clock sinks for this run as 774. The x dimension of the die came out at roughly 500 um. The post-detailed-routing wire length came out at ~130000 um. The run finished with clean final reports. The number of instances in the synthesized netlist came out at approximately 2700. The placement-stage cell area came out at between 40000 and 50000 um^2. The register with the most flip-flops is s7. The number of endpoints failing setup at the final stage is 0. The library cell used as clock root buffer is clkbuf_16. The type of element capturing the critical path is a flip-flop. The die footprint came out at roughly 250000 um^2. Per the detail_route log, met2 wirelength is 66100 um. The total negative slack came out at 0 ps.

The worst min-delay path class is flip-flop to flip-flop. The source-to-sink clock delay at the later pin of the worst-skew pair is just over 700 ps. The area share of the largest cell type after synthesis came out at just over 70%. The global-route total usage across every layer is roughly a tenth. The starting density of the core came out at about 14%. The standard-cell row count came out at 175.

On the reported timing paths, the clock transition at the registers reads around 60 ps. The met3 wirelength from detailed routing came out at between 10000 and 15000 um. Recorded from the global router log, the overflow total was 0.

The area occupied by multi-input gates is 8320 um^2. Dividing the detail-routed wire length by the instance count gives just under 20 um. The number of OpenROAD warnings is 32. The TritonCTS buffer count came out at ~88. The post-layout worst setup margin came out at between 60000 and 70000 ps. The number of global-route vias before repair came out at 23200. The worst path in the final design needs a cycle of 22600 ps, including I/O delays and setup. Once synthesis finished, the tally of register bits stood at between 700 and 800.

The first-pass iteration count of the detailed router came out at 8. The post-cts repair resize count is 0. The tally of unique sky130hd cells used after synthesis came out at around 72. The final max-slew violation count recorded for this run is 0.

The setup skew after layout is between 30 and 40 ps. In the layout the commonest cells are nand2_1 (1387), edfxtp_1 (773), clkdlybuf4s50_1 (773), clkbuf_16 (90), and2_1 (71). The leakage power figure is roughly 17 nW. The via count normalized by instance count is roughly 3.4.

The library cell used most frequently in the layout, excluding fill and tap cells, is nand2_1. The first routing iteration left between 1000 and 1500 violations. Per the placement log, port buffering inserted between 700 and 800 buffers. According to the floorplan report, the die height is slightly below 500 um. The count of library flops with an enable pin came out at 773.

The storage element area is around 23000 um^2. The first global-routing pass estimated 176000 um of wire. For this run, the register share of the synthesized area comes to between 70 and 80%.

The count of nets left with antenna violations after detail routing is 0. The transition time of the tightest slew-check pin came out at a little over 900 ps. Of all cell types, the one taking the most synthesized area is edfxtp_1. The register with the most flip-flops in the layout has 33 of them.

TritonCTS built the clock tree. The placement summary gives the final routability congestion estimate as a little under 0.9. Per the detail_route log, the uppermost layer with routed signals is met5. Setup repair after global routing left no endpoint under its margin. The power per standard cell area came out at about 26 nW/um^2. Per the power-grid run, VDD falls by no more than ~0.016 mV. In this run the tightest slew margin relative to its limit is 38.2%. The category of the most critical setup path is input port to flip-flop. The final report lists a non-filler cell total of 6606. The critical path data arrival time is 22950 ps. After detailed routing, the number of remaining DRC violations is 0. The mean area per synthesized cell is about 12 um^2. The via count came out at approximately 22000. The achievable frequency is 44.3 MHz. The warning tally printed by Yosys for this design is 1. The final cycle utilization of the critical path is between 20% and 30%.

The hold path depth is 2. The combined area of all synthesized cells is around 32000 um^2. STA classifies the critical path startpoint as an input port.

The count of filler cells inserted in the layout came out at 24300. The initial antenna violation count is between 50 and 60. The number of H-tree levels is 3. The number of post-CTS setup repair buffers came out at 0.
Yosys cell counts (3+ instances only):
library cell,n
nand3_1,16
nor3_1,9
ha_1,40
xor2_1,18
and3_1,6
a21oi_1,38
edfxtp_1,773
nand2_1,1387
a21o_1,7
and2_1,71
nor2_1,38
o31ai_1,4
nor2b_1,5
or3_1,5
o21ai_1,9
a31oi_1,4
clkbuf_1,114
o21ai_0,16
xnor2_1,33
nand4_1,10
a211oi_1,6
nand2b_1,6
o21a_1,3
o211ai_1,12
inv_1,20
stage by stage:
stage	utilization [%]	hold slack, ps
after global placement	19.2	497
after detailed placement	19.2	498
final	20.4	503
after global routing	20.4	516
after CTS	20.4	500
after floorplan	-	454
routing by layer:
layer	track usage, %	vias to the layer above
met5	0	-
met4	4.14	24
met2	18.2	907
met1	11.1	10100
li1	-	10800
met3	3.85	239
power by group:
| group | internal (mW) | total, mW | switching, mW |
|---|---|---|---|
| logic | 0.104 | 0.304 | 0.200 |
| registers | 0.506 | 0.537 | 0.0302 |
| clock network | 0.197 | 0.348 | 0.151 |
| total | 0.807 | 1.19 | 0.381 |
layout make-up:
class                           count  share of cell area, %
Sequential cell                   774                   50.1
Multi-Input combinational cell   1799                   18.0
Timing Repair Buffer              815                   17.4
Tap cell                         3009                   8.12
Clock buffer                      113                   5.05
Clock inverter                     48                   1.01
Inverter                           20                  0.162
Antenna cell                       28                  0.151
path summary, 6_finish.rpt:
| path | start | to | slack (ps) |
|---|---|---|---|
| hold / removal | a3[16] | a2[16] | 500 |
| setup reg to reg | counter[0] | a6[19] | 84220 |
| setup / recovery | start | a6[19] | 67400 |
| hold reg to reg | a3[16] | a2[16] | 500 |
worst max-delay path, stage by stage:
cell	delay, ps
clkdlybuf4s50_1	570
or3_4	570
o21a_4	620
buf_4	570
buf_4	610
buf_4	610
buf_4	690
buf_4	510
cells by family (layout without fill, tap and decap cells):
kind of cell / after synthesis / after routing / synth area share (%)
adders and majority gates: 41 / 41 / 1.62
and+or+nand+nor: 1577 / 1577 / 19.9
AOI/OAI and AO/OA: 126 / 126 / 2.71
other: 0 / 28 / 0
xor gates and xnor gates: 54 / 54 / 1.55
muxes: 1 / 1 / 0.0312
DFF: 774 / 774 / 72.5
buffers and inverters: 137 / 996 / 1.66
Power and IR drop assume default switching activity.
