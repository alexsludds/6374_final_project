`flow/design.v`:
```
`timescale 1ns/10ps
module side_reg 
    # (parameter PRECISION = 8,
       parameter SIZE = 32)  
    (
        CLK,
        ready,
        ack,
        inp,
        oup,
        image_to_shift,
        shift_direction,
        command_to_execute);
	input CLK;
    output reg ready = 0;
    input ack;
    input [1:0] shift_direction;
    input [2:0] command_to_execute;
    reg [PRECISION-1:0] reg_array [0:SIZE-1];
    integer si;
    initial begin
        for(si = 0; si < SIZE; si = si + 1) begin 
            reg_array[si] = 0;
        end
    end
    input [PRECISION-1:0] inp;
    output reg [PRECISION-1:0] oup = 0;
    input image_to_shift;  
    integer i;
	always @(posedge CLK) begin
        if (ack) begin 
            ready <= 0;
        end
        else begin
            if (command_to_execute == 3'b000) begin  
                ready = 1;
            end
            else if (command_to_execute == 3'b001 && shift_direction == 2'b00 && image_to_shift == 0) begin  
                for(i=0; i < SIZE-2; i = i+1) begin 
                    reg_array[i+1][PRECISION-1:0] <= reg_array[i][PRECISION-1:0];
                end
                reg_array[0][PRECISION-1:0] <= inp;
                ready = 1;
            end
            else if (command_to_execute == 3'b001 && shift_direction == 2'b01 && image_to_shift == 0) begin  
                oup = reg_array[0][PRECISION-1:0];
                for(i=0; i < SIZE-1; i = i+1) begin 
                    reg_array[i][PRECISION-1:0] <= reg_array[i+1][PRECISION-1:0];
                end
                ready = 1;
            end
            else if (command_to_execute == 3'b001 && shift_direction == 2'b10 && image_to_shift == 0) begin  
                ready = 1;
            end
            else if (command_to_execute == 3'b001 && shift_direction == 2'b11 && image_to_shift == 0) begin  
                ready = 1;
            end
            else if (command_to_execute == 3'b010 && shift_direction == 2'b00 && image_to_shift == 0) begin  
                oup = reg_array[0][PRECISION-1:0];
                for(i=0; i < SIZE-1; i = i+1) begin 
                    reg_array[i][PRECISION-1:0] <= reg_array[i+1][PRECISION-1:0];
                end
                ready = 1;
            end
            else if (command_to_execute == 3'b010 && shift_direction == 2'b01 && image_to_shift == 0) begin  
                for(i=0; i < SIZE-2; i = i+1) begin 
                    reg_array[i+1][PRECISION-1:0] <= reg_array[i][PRECISION-1:0];
                end
                reg_array[0][PRECISION-1:0] <= inp;
                ready = 1;
            end
            else if (command_to_execute == 3'b010 && shift_direction == 2'b10 && image_to_shift == 0) begin  
                ready = 1;
            end
            else if (command_to_execute == 3'b010 && shift_direction == 2'b11 && image_to_shift == 0) begin  
                ready = 1;
            end
            else if (command_to_execute == 3'b011 && shift_direction == 2'b00 && image_to_shift == 0) begin  
                ready = 1;
            end
            else if (command_to_execute == 3'b011 && shift_direction == 2'b01 && image_to_shift == 0) begin  
                ready = 1;
            end
            else if (command_to_execute == 3'b011 && shift_direction == 2'b10 && image_to_shift == 0) begin  
                for(i=0; i < SIZE-2; i = i+1) begin 
                    reg_array[i+1][PRECISION-1:0] <= reg_array[i][PRECISION-1:0];
                end
                reg_array[0][PRECISION-1:0] <= inp;
                ready = 1;
            end
            else if (command_to_execute == 3'b011 && shift_direction == 2'b11 && image_to_shift == 0) begin  
                oup = reg_array[0][PRECISION-1:0];
                for(i=0; i < SIZE-1; i = i+1) begin 
                    reg_array[i][PRECISION-1:0] <= reg_array[i+1][PRECISION-1:0];
                end
                ready = 1;
            end
            else if (command_to_execute == 3'b100 && shift_direction == 2'b00 && image_to_shift == 0) begin  
                ready = 1;
            end
            else if (command_to_execute == 3'b100 && shift_direction == 2'b01 && image_to_shift == 0) begin  
                ready = 1;
            end
            else if (command_to_execute == 3'b100 && shift_direction == 2'b10 && image_to_shift == 0) begin  
                oup = reg_array[0][PRECISION-1:0];
                for(i=0; i < SIZE-1; i = i+1) begin 
                    reg_array[i][PRECISION-1:0] <= reg_array[i+1][PRECISION-1:0];
                end
                ready = 1;
            end
            else if (command_to_execute == 3'b100 && shift_direction == 2'b11 && image_to_shift == 0) begin  
                for(i=0; i < SIZE-2; i = i+1) begin 
                    reg_array[i+1][PRECISION-1:0] <= reg_array[i][PRECISION-1:0];
                end
                reg_array[0][PRECISION-1:0] <= inp;
                ready = 1;
            end
            else if (command_to_execute == 3'b101) begin  
                for(i=0; i < SIZE; i = i+1) begin 
                    reg_array[i] <= 0;
                end
                ready = 1;
            end
            else if (command_to_execute == 3'b110) begin  
                ready = 1;
            end
            else if (command_to_execute == 3'b111) begin  
                for(i=0; i < SIZE; i = i+1) begin 
                    reg_array[i] <= 0;
                end
                ready = 1'b1;
            end
        end 
    end 
endmodule
```
`flow/run.sh`:
```
#!/bin/bash
# OpenROAD 26Q1-2900-gdf79404cd8, Yosys 0.63+post, stock flow scripts
make -C /OpenROAD-flow-scripts/flow DESIGN_CONFIG=/design/flow/config.mk WORK_HOME=/design/flow/orfs finish
```
`flow/config.mk`:
```
export PLATFORM = sky130hd
export DESIGN_NAME = side_reg
export DESIGN_NICKNAME = side_reg
export VERILOG_FILES = /design/flow/design.v
export SDC_FILE = /design/flow/constraint.sdc
export NUM_CORES = 4
export LEC_CHECK = 1
export CORE_UTILIZATION = 30
```
`flow/constraint.sdc`:
```
current_design side_reg

set clk_period 58.7
set clk_io_pct 0.2

create_clock -name clk0 -period $clk_period [get_ports {CLK}]

set non_clock_inputs [all_inputs -no_clocks]
set_input_delay [expr $clk_period * $clk_io_pct] -clock clk0 $non_clock_inputs
set_output_delay [expr $clk_period * $clk_io_pct] -clock clk0 [all_outputs]
```
==> Changelog: implementation <==
### Changed

- VDD IR max: around 0.024 mV
- Post-route insts no fill: between 1000 and 1500
- HP Start: reg_array[0][6]
- Pwr/cell area: 33.8 nW/µm²
- Final WS setup: approximately 43000 ps
- Unrepaired setup endpoints after global routing: false
- Measured slew at the worst slew-check pin: 847 ps
- Crit path DRT: around 59000 ps
- Post-synth cell types: 27
- Final-layout fill cell count: around 3100
- Simple Share, Synth: 0.0134
- Layout cells sized above 1: 0.0860
- Syn Inst Count: slightly below 600
- Vias: 5392
- First-pass GRT wire length: 28000 µm
- Critical path data arrival time: 15690 ps
- Final core occ: 0.351
- Max incr delay on CP: approximately 700 ps
- Post-Place Worst Slack: roughly 43000 ps
- CTS tree: built
- Critical path peak fanout: ~60
- Top non-seq family: AND-OR/OR-AND gates
- Init Core Util: 0.307
- Final period utilization: 0.265
- Port bufs: 24
- Post-CTS setup buffers: 0
- Cells after DPL: 1013
- Highest-delay cell along the critical path: buf_4
- Tot Pwr: around 400 µW
- Slew Viols, Final: 0
- Crit path cell chain: clkdlybuf4s50_1 -> nor2b_1 -> nor3_1 -> a211o_1 -> a21oi_4 -> buf_4 -> buf_4 -> buf_4 -> buf_4
- RR Startpoint: reg_array[0][7]
- Routed wire length: between 15000 and 20000 µm
- Vias in the first global route: about 5300
- Synth Seq Share: 0.744
- Gpl congestion: roughly 0.72
- Yosys Chip Area: 10400 µm²
- Core area: 33800 µm²
- Slew HR: 0.435
- Hold crit path type: reg2reg
- WL/cell: about 15 µm
- DR pass1 iterations: 4
- HPWL Detailed: 7920 µm
- FA/HA/MAJ Cells, Area Fraction: 0
- CTS Sinks: between 200 and 300
- Clock period minus worst slack: 15530 ps
- DRC viols: 0
- Total die area: between 30000 and 40000 µm²
- Skew-Pair Late Insertion Delay: between 500 and 600 ps
- Storage cell area: roughly 7700 µm²
- Endpoints failing hold: 0
- Root Buffer: clkbuf_16
- Largest net degree at the start of global routing: 174
- Crit. End Element: flip-flop
- LEAKAGE: roughly 4.0 nW
- Diode count: 0
- RR Endpoint: reg_array[1][7]
- AO/OA Area Share: 0.211
- Worst Hold End: oup[6]
- Clock skew: 6.87 ps
- Fmax: ~0.064 GHz
- Max-cap violations: 0
- Setup TNS: 0 ps
- P&R area growth vs syn: 14.4%
- Post-DRT Antenna Nets: 0
- GRT overflow: 0
- Worst setup SP type: primary input
- Resized cells post-CTS: 0
- Initial antenna violation count: 0
- XOR-XNOR Cells, Area Fraction: 0.000845
- Endpoints failing setup: 0
- YS warnings: 2
- WS Path Type: in2reg
- CP most frequent cell: buf_4
- Post-synthesis area per instance: 17.6 µm²
- Worst-path clk slew: approximately 60 ps
- Tool warning count: 29
- Comb area: 2380 µm²
- # Cells Yosys: just under 600
- Cell Area, Synth: about 10000 µm²
- Die Y: ~190 µm
- Longest Clk Path Bufs: 3
- Hold path cells: 0
- Post-synth regs: 257
- Synth mux share: 0.00302
- TritonCTS buffer count: 28
- IO Pins: 25
- Worst reg2reg path depth: 1
- DR vias/cell: 5.07
- # rows: roughly 67
- Hold-fix buffers at CTS: 0
- Initial DRC count: between 400 and 500
- Status: finished clean
- DIE WIDTH: 188 µm
- CTS HTree Levels: 1
- GR Util All Layers: 0.0997
- FF-to-FF setup slack: just under 60000 ps
## layout make-up
cell class              count  share of cell area
clock inverters            19              0.0116
multi-input cells         275               0.201
flip-flops and latches    257               0.650
repair buffers             32              0.0274
inverters                   1            0.000317
well taps                 448              0.0473
clock buffers              32              0.0622
## Yosys cell counts
cell	n	share of area
a211o_1	1	0.00085
a21oi_1	2	0.00097
a22o_1	241	0.20
a31o_2	1	0.00085
a31oi_1	1	0.00060
and2_1	9	0.0054
and4b_1	1	0.00097
buf_1	2	0.00072
buf_2	35	0.017
buf_4	10	0.0072
clkbuf_1	9	0.0033
dfxtp_1	1	0.0019
edfxtp_1	256	0.74
inv_1	1	0.00036
mux2_2	1	0.0011
mux2i_1	2	0.0019
nand2_1	1	0.00036
nor2_1	2	0.00072
nor2b_1	4	0.0024
nor3_1	2	0.00097
nor3b_1	1	0.00072
nor4b_1	1	0.00085
nor4bb_1	1	0.00097
o21ai_0	1	0.00048
o21ai_1	1	0.00048
o41ai_4	1	0.0027
xnor2_1	1	0.00085
## registers in the layout, indices dropped and copies added, names as in the netlist
signal,count
oup,8
ready,1
reg_array,248
## placed cells by master, fill, tap and decap left out, types with 3 or more instances in the layout
master           synthesis  layout
buf_4                   10       6
clkinv_2                 0       8
nor2b_1                  4       4
a22o_1                 241     240
clkbuf_1                 9       3
clkbuf_16                0      29
clkdlybuf4s50_1          0      24
clkinv_1                 0       8
edfxtp_1               256     256
and2_1                   9       9
## worst max-delay path by stage
stage                         start          endpoint  slack, ps  depth (start not counted)
CTS           command_to_execute[2]  reg_array[29][1]      43140                          9
global route  command_to_execute[0]  reg_array[25][1]      42860                          9
finish        command_to_execute[0]  reg_array[20][0]      43170                          9
## critical path, delay by kind of cell
kind,cells,cell delay (ps)
buffers and inverters,5,3050
AOI/OAI and AO/OA,2,450
and+or+nand+nor,2,340
## per-layer routing
layer,wire (µm),global-route usage,up-vias
met5,0,0,-
met2,6850,0.124,144
met3,1120,0.0307,23
li1,-,-,2515
met1,8250,0.184,2710
met4,258,0.0156,0
## metrics by stage
stage	hold slack, ps	instance area, µm²
2_1_floorplan	414	10400
3_3_place_gp	442	11000
3_5_place_dp	441	11000
4_1_cts	455	11900
5_1_grt	468	11900
6_report	452	11900
## cell families (layout without fill, tap and decap cells)
logic type / count (synthesis) / in the layout
AOI/OAI and AO/OA: 249 / 249
xor gates and xnor gates: 1 / 1
buffers and inverters: 57 / 84
DFF: 257 / 257
muxes: 3 / 3
and+or+nand+nor: 22 / 22
## where the power goes
part / switching, mW / internal, mW / total (mW)
logic: 0.0104 / 0.00670 / 0.0171
clock network: 0.0685 / 0.0980 / 0.167
registers: 0.00484 / 0.213 / 0.218
Power is estimated from default activity; no workload was simulated.
